==> design.v <==
module pu_reset(clk, res);
input wire clk;
output wire res;
reg [3:0] res_cntr;
assign res = (res_cntr!=4'b1111);
wire [3:0] next_res_cntr = (res) ? res_cntr : res_cntr + 1'b1; 
always @(posedge clk) res_cntr <= next_res_cntr;
endmodule
==> run.sh <==
#!/bin/bash
# OpenROAD 26Q1-2900-gdf79404cd8, Yosys 0.63+post, stock flow scripts
make -C /OpenROAD-flow-scripts/flow DESIGN_CONFIG=/design/flow/config.mk WORK_HOME=/design/flow/orfs finish
==> config.mk <==
export PLATFORM = sky130hd
export DESIGN_NAME = pu_reset
export DESIGN_NICKNAME = pu_reset
export VERILOG_FILES = /design/flow/design.v
export SDC_FILE = /design/flow/constraint.sdc
export NUM_CORES = 4
export LEC_CHECK = 1
export CORE_AREA = 10 10 70 70
export DIE_AREA = 0 0 80 80
==> constraint.sdc <==
current_design pu_reset

set clk_period 1.5
set clk_io_pct 0.2

create_clock -name clk0 -period $clk_period [get_ports {clk}]

set non_clock_inputs [all_inputs -no_clocks]
set_input_delay [expr $clk_period * $clk_io_pct] -clock clk0 $non_clock_inputs
set_output_delay [expr $clk_period * $clk_io_pct] -clock clk0 [all_outputs]
==> flow_summary.toml <==
# yosys + openroad results
[status]
status = "complete, no violations"

[route]
via_per_inst = 1.957
drtAntennaViolNets = 0
vias = 137
routedWlPerCell_um = 5.000
firstDrtPassIters = 4
dr.first_iter.drc_count = 3
totalWireLength_um = 350
post-route-drc-count = 0
diodes = 0

[cells_and_area]
instances_no_fill = 70
lay_top_count = "buf_4"
reg.largest.list = "res_cntr (4)"
area_delta_synth_final_pct = 93.38
lay_top_cells = "9 x buf_4, 4 x edfxtp_1, 3 x clkbuf_4"
largest_register_ffs = 4
top_register = "res_cntr"
layout-drive-gt1-share_pct = 66.67
n_fill_cell = 401

[synth]
synth_cell_types = 7
ys_seq_share_pct = 70.59
netlist_area_um2 = 170.2
area_leaders = "edfxtp_1 71%, ha_1 7.4%, xnor2_1 5.1%, xor2_1 5.1%, and3_2 4.4%"
synthCells = 11
ys_cells = 11
ys.flops = 4
ys_area_um2 = 170.2
yosysWarnings = 1
synth_area_leader_cell = "edfxtp_1"
yosysTopAreaCellShare_pct = 70.59
postSynthAreaPerCell_um2 = 15.47

[clock_tree]
cts_tree = "built"
clockBufferDepth = 2
numCtsBuffers = 3
cts.htree.levels = 1
path_clk_slew_ns = 0.03
insertion_delay_ns = 0.24
root_buffer = "clkbuf_4"
clock_sinks = 4

[flow_run]
tool_warnings = 25
drv_cap = 0

[grt]
grt_pass1_wl_um = 552
gr-total-overflow = 0
antenna_found_initial = 0
grt_max_degree = 5
track_usage_pct = 1.140
grt_pass1_vias = 143

[floorplan]
floorplan.core_util_pct = 4.982
rows = 21
pin_count = 2
die_area_mm2 = 0.006400
fp.dieH_um = 80
core_area_mm2 = 0.003416
die_width_um = 80

[final_timing]
finClkSkew_ns = 0.005892
fin_crit_sh_pct = 93.40
maxSlewViolCount = 0
period_minus_slack_ns = 1.401
fmax_ghz = 0.7138
hold_viol = 0
setup_violations = 0
rsz0062_at_grt = "no"
max_slew_margin_pct = 91.23
worst_pin_slew_ns = 0.1307

[setup_path]
cp-end-kind = "primary output"
critPathMaxFanout = 2
crit_arrival_ns = 1.10
required_ns = 1.20
critPathKind = "reg2out"
startpoint_type = "register"

[power_and_ir_drop]
power_density_mw_per_mm2 = 775.6
ir_drop_mv = 0.3615
p_total_mw = 0.2552
power.leakage_nw = 0.1372

[place]
portBuffers = 1
gp_congestion = 0.6926
dp_hpwl_um = 208.3
dp.cells = 62

[hold_path]
hp-class = "reg2reg"
[cell usage after synthesis]
master,n
ha_1,1
inv_1,2
xor2_1,1
nand3_1,1
edfxtp_1,4
and3_2,1
xnor2_1,1
[routing by layer]
| metal | GRT usage, % | vias up | part of all wire (%) |
|---|---|---|---|
| li1 | - | 65 | - |
| met1 | 1.077 | 60 | 38 |
| met2 | 1.445 | 7 | 39 |
| met3 | 1.364 | 5 | 16 |
| met4 | 0.5282 | 0 | 7.1 |
| met5 | 0 | - | 0 |
[critical path, cell delays in order (launching register included)]
cell and delay [ns]:
edfxtp_1 0.39, ha_2 0.21, and3_4 0.15, inv_2 0.04, clkbuf_2 0.08
[timing repair]
item | in CTS | in global routing
setup endpoints to repair | 1 | 1
hold buffers | 0 | 0
pin swaps | 1 | 1
setup buffers | 3 | 2
gates resized | 4 | 2
[kinds of logic (layout without fill, tap and decap cells)]
kind of cell / count (synthesis) / count (layout) / share of synthesized area (%)
buf+inv: 2 / 15 / 4.413
flops: 4 / 4 / 70.59
fa+ha+maj: 1 / 1 / 7.352
xor+xnor: 2 / 2 / 10.30
simple gates: 2 / 2 / 7.352
[report_power, final]
part / internal (mW) / leakage (nW) / switching, mW
sequential: 0.122 / 0.0466 / 0
combinational: 0 / 0.0769 / 0
clock: 0.0894 / 0.0138 / 0.0440
[worst paths after layout]
check                            startpoint           to  slack (ns)  cells after the start
worst max-delay path            res_cntr[0]          res         0.1                      4
worst min-delay path            res_cntr[1]  res_cntr[1]        0.59                      1
worst min register to register  res_cntr[1]  res_cntr[1]        0.59                      1
worst max register to register  res_cntr[0]  res_cntr[2]        0.14                      5
[cell type report]
cell class | instances | area [µm²] | share of cell area (%)
clock buffers | 3 | 22.52 | 6.844
flip-flops and latches | 4 | 120.1 | 36.50
multi-input cells | 5 | 48.80 | 14.83
inverters | 2 | 7.507 | 2.281
repair buffers | 10 | 72.57 | 22.05
well taps | 46 | 57.56 | 17.49
[per-stage QoR]
stage / util (%) / cell area [µm²] / TNS, ns / hold slack (ns) / setup WS, ns
final: 9.634 / 329.1 / 0 / 0.5856 / 0.09897
after global routing: 9.634 / 329.1 / 0 / 0.6260 / 0.03479
after CTS: 9.341 / 319.1 / 0 / 0.5934 / 0.003503
after detailed placement: 7.839 / 267.8 / -0.1105 / 0.5636 / -0.1105
after global placement: 7.839 / 267.8 / -0.07541 / 0.5526 / -0.07541
after floorplan: - / 170.2 / 0 / 0.5383 / 0.3506
Power and IR drop assume default switching activity.
