===== /design/flow/config.mk =====
export PLATFORM = sky130hd
export DESIGN_NAME = test01
export DESIGN_NICKNAME = test01
export VERILOG_FILES = /design/flow/design.v
export SDC_FILE = /design/flow/constraint.sdc
export NUM_CORES = 4
export LEC_CHECK = 1
export CORE_UTILIZATION = 40

===== /design/flow/constraint.sdc =====
current_design test01

set clk_period 2.0
set clk_io_pct 0.2

create_clock -name clk0 -period $clk_period [get_ports {clk}]

set non_clock_inputs [all_inputs -no_clocks]
set_input_delay [expr $clk_period * $clk_io_pct] -clock clk0 $non_clock_inputs
set_output_delay [expr $clk_period * $clk_io_pct] -clock clk0 [all_outputs]

===== /design/flow/design.v =====
module bcd2seg0_2(sin, sout);
input wire [1:0] sin;
output wire [6:0] sout;
reg [6:0] SEG_buf;
  always @ (sin)
  begin
    case(sin)
      2'h0: SEG_buf <= 7'b0111111;
      2'h1: SEG_buf <= 7'b0000110;
      2'h2: SEG_buf <= 7'b1011011;
      default: SEG_buf <= 7'b0000000;
    endcase
  end 
  assign sout = SEG_buf;
endmodule
module bcd2seg0_5(sin, sout);
input wire [2:0] sin;
output wire [6:0] sout;
reg [6:0] SEG_buf;
  always @ (sin)
  begin
    case(sin)
      3'h0: SEG_buf <= 7'b0111111;
      3'h1: SEG_buf <= 7'b0000110;
      3'h2: SEG_buf <= 7'b1011011;
      3'h3: SEG_buf <= 7'b1001111;
      3'h4: SEG_buf <= 7'b1100110;
      3'h5: SEG_buf <= 7'b1101101;
      default: SEG_buf <= 7'b0000000;
    endcase
  end 
  assign sout = SEG_buf;
endmodule
module bcd2seg0_9(sin, sout);
input wire [3:0] sin;
output wire [6:0] sout;
reg [6:0] SEG_buf;
  always @ (sin)
  begin
    case(sin)
      4'h0: SEG_buf <= 7'b0111111;
      4'h1: SEG_buf <= 7'b0000110;
      4'h2: SEG_buf <= 7'b1011011;
      4'h3: SEG_buf <= 7'b1001111;
      4'h4: SEG_buf <= 7'b1100110;
      4'h5: SEG_buf <= 7'b1101101;
      4'h6: SEG_buf <= 7'b1111101;
      4'h7: SEG_buf <= 7'b0000111;
      4'h8: SEG_buf <= 7'b1111111;
      4'h9: SEG_buf <= 7'b1101111;
      default: SEG_buf <= 7'b0000000;
    endcase
  end 
  assign sout = SEG_buf;
endmodule
module test01(clk, in_clk, out_clk,
	      led_gnd1, led_gnd2,   
	      led6, led7, led8, led9, led10, led12, led13, led15, led16, led17, led18, led19, led20, led21,
              led_second_tick,
	      btn_HH, btn_MM, btn_SS, btn_SAFE
             );
input wire clk, in_clk;
output wire out_clk;
output wire led_gnd1, led_gnd2;
output wire led6, led7, led8, led9, led10, led12, led13, led15, led16, led17, led18, led19, led20, led21;
output wire led_second_tick;
input wire btn_HH, btn_MM, btn_SS, btn_SAFE;
wire SAFE_MODE = ~btn_SAFE;
assign out_clk = ~in_clk;
reg [13:0] clk_div; initial clk_div <= 14'd0;  
always @(posedge clk) clk_div <= clk_div + 1'b1;
wire led_line1 =  (clk_div[7])&&(SAFE_MODE==0);
wire led_line2 =  (~led_gnd1) &&(SAFE_MODE==0);
assign led_gnd1 =  led_line1||(SAFE_MODE==1);
assign led_gnd2 =  led_line2;
reg [6:0] sec; 
reg [3:0] m  ; 
reg [2:0] mm ; 
reg [3:0] h  ; 
reg [1:0] hh ; 
wire       sec_cy    = (sec  == 7'd119);
wire [6:0] next_sec  = (sec_cy) ? 7'd0 : (sec + 1'b1);
wire       m_cy    = (m  == 4'd9); 
wire [3:0] next_m  = (m_cy) ? 4'd0 : (m + 1'b1); 
wire       mm_cy   = ((mm == 3'd5) &&(m  == 4'd9));
wire [2:0] next_mm =  (mm_cy) ? 3'd0 : (mm + 1'b1);
wire       h_cy    = (h  == 4'd9)||((hh == 4'd2) && (h  == 4'd3));
wire [3:0] next_h  = (h_cy) ? 4'd0 : (h + 1'b1);
wire       hh_cy   = ((hh == 2'd2) && (h  == 4'd3));
wire [1:0] next_hh = (hh_cy) ? 2'd0 : (hh + 1'b1);
wire timer_clk = clk_div[13]; 
always @(posedge timer_clk) begin
    sec <=                             (btn_SS)       ? 7'd0    : next_sec;  
    m   <= (                  sec_cy)||(btn_MM)       ? next_m  : m;
    mm  <= (            m_cy&&sec_cy)||(btn_MM&&m_cy) ? next_mm : mm;
    h   <= (     mm_cy&&m_cy&&sec_cy)||(btn_HH)       ? next_h  : h;
    hh  <= (h_cy&mm_cy&&m_cy&&sec_cy)||(btn_HH&&h_cy) ? next_hh : hh;
end
wire [6:0] s_m;
wire [6:0] s_mm;
wire [6:0] s_h;
wire [6:0] s_hh;
bcd2seg0_9 sseg_m( .sin(m),  .sout(s_m));
bcd2seg0_5 sseg_mm(.sin(mm), .sout(s_mm));
bcd2seg0_9 sseg_h( .sin(h),  .sout(s_h));
bcd2seg0_2 sseg_hh(.sin(hh), .sout(s_hh));
wire a1,b1,c1,d1,e1,f1,g1;
wire a2,b2,c2,d2,e2,f2,g2;
wire a3,b3,c3,d3,e3,f3,g3;
wire a4,b4,c4,d4,e4,f4,g4;
assign {g4, f4, e4, d4, c4, b4, a4} = s_m; 
assign {g3, f3, e3, d3, c3, b3, a3} = s_mm; 
assign {g2, f2, e2, d2, c2, b2, a2} = s_h; 
assign {g1, f1, e1, d1, c1, b1, a1} = s_hh; 
wire h_show = !(hh==0);
assign led6 = (led_line1&&(b1&&h_show)) || (led_line2&&(b1&&h_show));   
assign led7 = (led_line1&&(a1&&h_show)) || (led_line2&&(g1&&h_show));  
assign led8 = (led_line1&&(d1&&h_show)) || (led_line2&&(e1&&h_show));  
assign led9  = (led_line1&&e2) || (led_line2&&(c1&&h_show));  
assign led10 = (led_line1&&g2) || (led_line2&&b2);  
assign led12 = (led_line1&&d2) || (led_line2&&c2);  
assign led13 = (led_line1&&f2) || (led_line2&&a2);  
assign led15 = (led_line1&&a3) || (led_line2&&f3);  
assign led16 = (led_line1&&b3) || (led_line2&&g3);  
assign led17 = (led_line1&&c3) || (led_line2&&d3);  
assign led18 = (led_line1&&e4) || ((led_line2)&&e3);  
assign led19 = (led_line1&&g4) || ((led_line2)&&b4);  
assign led20 = (led_line1&&d4) || ((led_line2)&&c4);  
assign led21 = (led_line1&&f4) || ((led_line2)&&a4);  
assign led_second_tick = (sec[0]&&(!SAFE_MODE))||(sec[0]&&(clk_div[13:6]==10'd0)&&(SAFE_MODE));  
endmodule

===== /design/flow/run.sh =====
#!/bin/bash
# OpenROAD 26Q1-2900-gdf79404cd8, Yosys 0.63+post, stock flow scripts
make -C /OpenROAD-flow-scripts/flow DESIGN_CONFIG=/design/flow/config.mk WORK_HOME=/design/flow/orfs finish

==> results.py <==
# Metrics from the implementation run
metrics = {
    "setup_path": {
        "startpoint": "clk_div[7]",
        "critPathArrivalTime_ns": 1.55,
        "cp-end-kind": "primary output",
        "r2r_cells": 6,
        "r2r_start": "clk_div[2]",
        "worstSetupPathType": "register to primary output",
        "worstSetupStartpointType": "register",
        "crit_fanout": 8,
        "critPathRequiredTime_ns": 1.60,
    },
    "placed_design": {
        "numPortBuffers": 23,
        "place_inst": 379,
        "dp_hpwl_mm": 3.40,
        "gp_congestion": 0.807,
        "post-place-ws_ns": -0.166,
    },
    "sta": {
        "skew_ns": 0.00311,
        "slew_violations": 0,
        "untimed_endpoints": 47,
        "fin_crit_sh_pct": 97.5,
        "hold_viol_final": 0,
        "worst-slew-pin-transition_ns": 0.591,
        "max_freq_mhz": 513,
        "worst_slack_ns": 0.0491,
        "period_needed_ns": 1.95,
        "rsz0062_at_grt": "yes",
        "unclocked_pins": 34,
        "timing.slew.headroom_pct": 59.4,
        "setup_viol": 0,
    },
    "logic_synthesis": {
        "ys_ff": 48,
        "top_area_cell": "dfxtp_1",
        "top_cells_by_count": "dfxtp_1 (35), ha_1 (30), nor2_1 (29)",
        "yosysMostFrequentCell": "dfxtp_1",
        "synth_top_area_share_pct": 25.7,
        "netlist_area_sq_um": 2720,
        "yosysChipArea_sq_um": 2720,
        "synth-edff-count": 13,
        "ys.flop_type": "dfxtp_1",
        "ys_types": 51,
        "syn_area_per_cell_sq_um": 9.76,
        "seq_area_frac_synth_pct": 40.1,
        "synthCells": 279,
        "ys_warn_count": 4,
        "ys_cells": 279,
        "ys_top_cells_by_area": "dfxtp_1 (26%), edfxtp_1 (14%), ha_1 (14%)",
        "ys_async_sr_fraction_pct": 0,
    },
    "route": {
        "vias_per_cell": 4.92,
        "drt_wl_total_mm": 4.49,
        "dr.pass1.iters": 27,
        "wl_per_cell_microns": 11.6,
        "first_iter_violations": 57,
        "drc": 0,
        "via_count": 1901,
        "antenna_cells": 0,
        "ant_nets": 0,
    },
    "pwr": {
        "clkPwrFrac_pct": 41.6,
        "powerDensity_nw_per_um2": 204,
        "switching_power_w": 0.000141,
        "total_leakage_power_nw": 1.32,
        "ir_drop_mv": 0.290,
        "combinationalPowerShare_pct": 15.0,
        "switching_share_pct": 21.8,
        "seqPwrFrac_pct": 43.5,
        "p_int_w": 0.000506,
    },
    "floorplanning": {
        "core_area_sq_um": 6460,
        "num_io_pins": 24,
        "fp.dieW_microns": 84.5,
        "rows": 29,
        "fp_util_pct": 42.2,
        "die_area_sq_um": 7140,
        "fp.dieH_microns": 84.5,
    },
    "flow_run": {
        "warnings": 46,
        "maxCapViolCount": 0,
    },
    "global_routing": {
        "track_usage_pct": 13.4,
        "gr-total-overflow": 0,
        "grt_pass1_vias": 1705,
        "grt_max_degree": 36,
        "grt_pass1_wl_mm": 7.70,
        "antenna_found_initial": 0,
    },
    "cts": {
        "numCtsBuffers": 3,
        "cts_tree": "built",
        "path_clk_slew_ns": 0.05,
        "clk_latency_ns": 0.24,
        "cts.htree.levels": 1,
        "clockBufferDepth": 2,
        "cts_root_buf": "clkbuf_8",
    },
    "finish": {
        "fin_cells": 386,
        "area_growth_pct": 16.8,
        "final_core_util_pct": 49.2,
        "drive_above_1_share_pct": 11.3,
    },
    "min_path": {
        "min_from": "clk_div[0]",
        "worstHoldPathCells": 1,
        "hp-class": "register to register",
    },
    "outcome": {
        "outcome": "finished clean",
    },
}
## cell usage in the layout (no fill, tap or decap), types with 2 or more instances in the layout
cell type	count
inv_1	19
nor2_1	29
o21ai_0	2
mux2i_1	13
nand2_1	12
a31oi_1	2
dfxtp_1	34
xnor2_1	11
and3_1	4
dlygate4sd2_1	2
clkdlybuf4s50_1	21
and2_1	4
nand3_1	11
ha_1	30
nand3b_1	2
nor4_2	2
nand2b_1	3
a21o_1	2
xor2_1	7
buf_4	8
mux2_2	3
o2bb2ai_1	2
inv_2	2
a21oi_1	18
clkbuf_8	4
edfxtp_1	13
nor3b_1	2
nor3_1	4
nor3_2	2
o22ai_1	2
nor2b_1	14
## per-stage QoR
step	setup TNS [ns]	total power (W)	hold WS (ns)	instance area (sq um)
4_1_cts	0	0.000653	0.415	3160
6_report	0	0.000647	0.413	3180
5_1_grt	-0.0944	0.000683	0.440	3180
3_3_place_gp	-1.44	0.000386	0.397	3060
3_5_place_dp	-1.90	0.000387	0.401	3060
2_1_floorplan	0	0.000345	0.379	2720
## registers in the layout (all words and copies together), names as in the netlist
name and flops:
clk_div 14, s_h 7, s_m 7, sec 7
h 4, m 4, mm 3, hh 2
## cell families (layout without fill, tap and decap cells)
| group | count (synthesis) | in the layout | synth area share, % |
|---|---|---|---|
| simple gates | 98 | 98 | 18.7 |
| flops | 48 | 48 | 40.1 |
| compound gates | 42 | 42 | 11.3 |
| fa+ha+maj | 30 | 30 | 13.8 |
| buf+inv | 26 | 56 | 3.86 |
| xor+xnor | 18 | 18 | 5.79 |
| mux | 17 | 17 | 6.53 |
## path summary, 6_finish.rpt
check | to | slack, ns
worst max register to register | clk_div[13] | 0.46
worst min-delay path | clk_div[0] | 0.41
worst max-delay path | led17 | 0.05
worst min register to register | clk_div[0] | 0.41
## power by group through the flow
stage     sequential [W]  clock, W  combinational [W]
4_1_cts         0.000281  0.000274          0.0000980
6_report        0.000281  0.000269          0.0000969
5_1_grt         0.000281  0.000291           0.000110
## worst max-delay path, stage by stage (launching register included)
cell and delay, ns:
dfxtp_4 0.39, inv_1 0.10, nor3_1 0.20, a21oi_1 0.06
nor2b_1 0.10, clkdlybuf4s50_1 0.46
## metal layers
| metal | part of all wire [%] | global-route usage, % |
|---|---|---|
| met1 | 54 | 22.4 |
| met5 | 0 | 0 |
| met2 | 43 | 20.3 |
| met3 | 3.1 | 1.99 |
| met4 | 0.29 | 0.616 |
## repair_timing
item	CTS	global route
buffers inserted	2	1
pin swaps	3	1
setup endpoints to repair	17	4
gates resized	9	2
hold buffers	0	0
## final cells by class
cell class	instances	area (sq um)
Tap cell	77	96.3
Sequential cell	48	1090
Clock buffer	4	55.1
Fill cell	591	3280
Multi-Input combinational cell	205	1570
Timing Repair Buffer	31	288
Inverter	21	78.8
Power figures rest on the tool's default switching activity, not on a simulated workload.
