<file path="flow/design.v">
module cntr #(parameter max=9) (clk, en, res, out, cy);
input wire clk, res, en;
output reg cy; initial cy <= 0;
output reg [$clog2(max+1)-1:0] out; initial out <= {($clog2(max+1)-1){1'b0}};
wire ovr = (out>max);
always @(posedge clk) begin
  if (ovr) begin 
    out <= {($clog2(max+1)-1){1'b0}};
	cy  <= 1;
  end else if (res) begin 
    out <= {($clog2(max+1)-1){1'b0}};
	cy  <= 0;
  end else begin
    out <= (en) ? out + 1'b1 : out;
	cy  <= 0;
  end
end
endmodule
</file>
<file path="flow/run.sh">
#!/bin/bash
# OpenROAD 26Q1-2900-gdf79404cd8, Yosys 0.63+post, stock flow scripts
make -C /OpenROAD-flow-scripts/flow DESIGN_CONFIG=/design/flow/config.mk WORK_HOME=/design/flow/orfs finish
</file>
<file path="flow/config.mk">
export PLATFORM = sky130hd
export DESIGN_NAME = cntr
export DESIGN_NICKNAME = cntr
export VERILOG_FILES = /design/flow/design.v
export SDC_FILE = /design/flow/constraint.sdc
export NUM_CORES = 4
export LEC_CHECK = 1
export CORE_AREA = 10 10 70 70
export DIE_AREA = 0 0 80 80
</file>
<file path="flow/constraint.sdc">
current_design cntr

set clk_period 1.3
set clk_io_pct 0.2

create_clock -name clk0 -period $clk_period [get_ports {clk}]

set non_clock_inputs [all_inputs -no_clocks]
set_input_delay [expr $clk_period * $clk_io_pct] -clock clk0 $non_clock_inputs
set_output_delay [expr $clk_period * $clk_io_pct] -clock clk0 [all_outputs]
</file>
==> run summary <==
yosys + openroad results -> Antenna Cells 0, wl on met1 271 um, Hold WS 0.554 ns, Die H 80 um, worst-path maximum fanout 1, Inst Count DP 78, Clk pwr share 39.9%, most frequent logic cell in the layout buf_4, worst path required time 1.04 ns, syn avg cell area 11.6 um^2, worst path bufs/invs 1, Setup Crit Path Kind register to primary output, CP Capture Type primary output, routed wire length 594 um, vias 219, Place WS -0.0106 ns, All-Layer GR Usage 1.99%, core box area 3420 um^2, largest net degree at the start of global routing 7, hold_sp out[3]$_SDFFE_PP0P_, number of I/O pins 8, sw frac 23.9%, worst r2r dst out[2]$_SDFFE_PP0P_, # DRC 0, TritonCTS Buffers 3, distinct lib cells 15, Max Clock Skew 0.000425 ns, Max Fclk 804 MHz, CTS Hold Bufs 0, First-pass DRT Iterations 3, Final Power 0.000427 W, grt total ovfl 0, min Tclk post-route 1.24 ns, most frequent logic cells in the routed design buf_4 (5), ha_1 (3), clkbuf_4 (3), clkdlybuf4s50_1 (3), dfxtp_2 (3), Flop pwr share 38.8%, initial antenna violation count 0, Max VDD drop 200 uV, CP delay by family, top buffers and inverters, Clock Latency Late Sink 0.23 ns, Layout area overhead 77.9%, wire per inst 6.99 um, reg-to-reg startpoint out[1]$_SDFFE_PP0P_, Iteration-0 DRC Markers 3, Post-Synthesis Cells 23, Sink Count 5, HPWL Detailed 445 um, Slew @ Worst Pin 0.218 ns, YS chip area 267 um^2, combinational power share 21.3%, sw power 0.000102 W, leakage 0.215 nW, CTS root buffer clkbuf_4, CP Cell Sequence clkdlybuf4s50_1, slowest CP cell clkdlybuf4s50_1, max incr delay on CP 0.45 ns, num rows 21, Longest Clk Path Bufs 2, Pins Over Slew Limit 0, Setup crit start kind register, critical path depth in cells 1, Die W 80 um, Core Util, Final 13.9%, Final Wtd Congestion 0.755, Worst R2R Path Depth 5, routed length on met3 65 um, flop2flop setup slack 0.12 ns, Hold Vio Cnt, Final 0, Hold Crit Depth 2, TritonCTS clock tree done, die area 6400 um^2, Slew HR 85.4%, yosys cell count 23, Pwr Density 900 nW/um^2, Setup WS post-layout 0.0556 ns, synth warn 1, final cell count without fillers 85, Hold Path Class register to register, Final ANT Viol Nets 0, Final period util 95.7%, layout cell share with drive strength beyond 1 46.2%, crit path DAT 0.98 ns, CP startpoint cy$_DFF_P_, Int Pwr 0.000325 W, Hold EP out[0]$_SDFFE_PP0P_, Synthesized registers 5, register area share after synthesis 37.6%, FP Util 7.80%, max-capacitance violation count 0, IO buf count 7, DR vias/cell 2.58, first-pass GRT wire length 1060 um, number of global-route vias before repair 239, clock slew at reported path FFs 0.04 ns, DR WL met2 256 um, Mapped Area 267 um^2, unrepaired setup endpoints after global routing false, CTS H-Tree Depth 1, OpenROAD warnings 27, top sig layer met3, Final setup viols 0, status completed
## repair_timing
item | CTS | global route
endpoints found under the setup margin | 4 | 3
gates resized | 7 | 3
setup buffers | 3 | 0
## sequential cells by signal (all words and copies together) (netlist names)
| register | count |
|---|---|
| cy | 1 |
| out | 4 |
## cell families after synthesis
group | share of synthesized area, %
AOI/OAI and AO/OA | 25.8
and+or+nand+nor | 12.7
DFF | 37.6
adders and majority gates | 14.1
buffers and inverters | 2.82
xor gates and xnor gates | 3.29
muxes | 3.76
## per-layer routing
metal,global-route usage (%),vias up
met3,1.36,0
met2,2.81,8
li1,-,115
met4,0.352,0
met5,0,-
met1,2.46,96
## cells in the mapped netlist
cell type	n	share of area, %
a211oi_2	2	9.4
a21bo_1	1	3.8
a221oi_1	1	3.3
and2_2	1	2.8
dfxtp_1	5	38
ha_1	3	14
inv_1	2	2.8
mux2i_1	1	3.8
nand2b_1	1	2.3
nand3b_1	1	2.8
nand4_1	1	2.3
o21bai_4	1	7.0
o22ai_1	1	2.3
or2_2	1	2.3
xnor2_1	1	3.3
## stage by stage
stage | TNS, ns | instance area [um^2]
after floorplan | 0 | 267
after global placement | 0 | 409
after detailed placement | -0.0106 | 409
after CTS | 0 | 463
after global routing | 0 | 474
final | 0 | 474
## layout make-up
| class | instances | area (um^2) |
|---|---|---|
| fill | 387 | 2940 |
| clock buffer | 4 | 26.3 |
| timing repair buffer | 12 | 110 |
| inverter | 2 | 7.51 |
| sequential | 5 | 108 |
| tap | 46 | 57.6 |
| multi-input combinational | 16 | 165 |
## worst max path at each step
stage	endpoint
5_1_grt	cy
6_report	cy
4_1_cts	out[3]
## power by group through the flow
stage                 combinational (W)  sequential [W]  clock (W)
final                         0.0000909        0.000165   0.000170
after global routing           0.000100        0.000166   0.000198
after CTS                     0.0000898        0.000166   0.000182
Power is estimated from default activity; no workload was simulated.
